File: /design/flow/config.mk
export PLATFORM = sky130hd
export DESIGN_NAME = ads8865
export DESIGN_NICKNAME = ads8865
export VERILOG_FILES = /design/flow/design.v
export SDC_FILE = /design/flow/constraint.sdc
export NUM_CORES = 4
export LEC_CHECK = 1
export CORE_UTILIZATION = 40
File: /design/flow/constraint.sdc
current_design ads8865

set clk_period 3.3
set clk_io_pct 0.2

create_clock -name clk0 -period $clk_period [get_ports {clk}]

set non_clock_inputs [all_inputs -no_clocks]
set_input_delay [expr $clk_period * $clk_io_pct] -clock clk0 $non_clock_inputs
set_output_delay [expr $clk_period * $clk_io_pct] -clock clk0 [all_outputs]
File: /design/flow/design.v
module Counter #(
	parameter M = 100
)(
	input wire clk, rst, en,
	output logic [$clog2(M) - 1 : 0] cnt,
	output logic co
);
	assign co = en & (cnt == M - 1);
	always_ff@(posedge clk) begin
		if(rst) cnt <= '0;
		else if(en) begin
			if(cnt < M - 1) cnt <= cnt + 1'b1;
			else cnt <= '0;
		end
	end
endmodule
module ads8865(
	input wire clk, 
	input wire rst_n, start,
	output logic sclk,
	output logic convst,
	output logic din,
	input wire data,
	output logic [15:0] ad_data
);
logic busy;
logic hbr_co, bit_co;
logic [1:0] hbr_cnt;
logic [6:0] bit_cnt;
Counter #(4) brCnt(clk,~rst_n,busy,hbr_cnt,hbr_co); 
Counter #(70) bCnt(clk,~rst_n,hbr_co&busy,bit_cnt,bit_co); 
always_ff@(posedge clk) begin
	if(!rst_n) busy<=0;
	else if(start) busy<=1;
	else if(bit_co) busy<=0;
end
always_ff@(posedge clk) begin
	if(!rst_n) sclk<='0;
	else sclk<=bit_cnt[0];
end
logic acq;
always_ff@(posedge clk) begin
    if(!rst_n) acq<=0;
    else if(bit_cnt==35) acq<='1;
    else if(bit_co) acq<='0;
end
always_ff@(posedge clk) begin
	if(!rst_n) convst<=0;
	else if(start) convst<=1;
	else if(bit_cnt==35) convst<=0;
end
logic sp_en;
always_ff@(posedge clk)begin
	if(!rst_n) sp_en<='0;
	else if((hbr_cnt==2'b11)&sclk) sp_en<='1;
	else sp_en<='0;
end
logic [15:0]reg_data;
logic [4:0]data_cnt=4'b0;
logic data_co='0;
always_ff@(posedge clk)begin
	if(!rst_n) data_co<='0;
	else if(data_cnt==16) data_co<='1;
	else if(bit_co) data_co<='0;
end
always_ff@(posedge clk)begin
	if(!rst_n) begin
		reg_data<='0;
		data_cnt<='0;
	end
	else if(acq&sp_en)begin
            if((data_cnt!=16)&(~data_co)) begin
				reg_data<={reg_data[14:0],data};
				data_cnt=data_cnt+1'b1;
            end
			else data_cnt<='0;
	end
	else if(bit_co) data_cnt<='0;
end
always_ff@(posedge clk)begin
	if(!rst_n) ad_data<=reg_data;
	else if(bit_co) ad_data<=reg_data;
end
assign din=1;
endmodule
File: /design/flow/run.sh
#!/bin/bash
# OpenROAD 26Q1-2900-gdf79404cd8, Yosys 0.63+post, stock flow scripts
make -C /OpenROAD-flow-scripts/flow DESIGN_CONFIG=/design/flow/config.mk WORK_HOME=/design/flow/orfs finish
==> run_results.csv <==
group,metric,value,unit
outcome,outcome,"finished, final reports clean",
synthesis,syn_inst,199,
clock_tree,cts-root-buf,"clkbuf_8",
routing,drtPass1Iterations,4,
power_and_ir_drop,cellPowerDensity,438,nW/um^2
synthesis,ys_cells,199,
final_layout,layout.area.comb,781,sq um
setup_path,r2r_cells,4,
global_route,grt_use_total,14.2,%
setup_path,critical_path_required,3.49,ns
setup_path,critPathLaunchType,"input port",
hold_path,hp-class,"flop to flop",
die,die_w,73.9,um
clock_tree,path_clk_slew,0.09,ns
final_timing,hold_slack,0.439,ns
clock_tree,clkLatencyLatePin,0.30,ns
global_route,grt_first_pass_wirelength,5.93,mm
global_route,antenna_found_initial,0,
final_timing,worst_slack,1.41,ns
routing,antennaDiodeCount,0,
setup_path,crit_family,"buffers and inverters",
synthesis,ys_seq_elements,52,
clock_tree,post_cts_buffers,0,
die,core,4850,sq um
power_and_ir_drop,combPwrFrac,3.7,%
setup_path,path_class,"input port to flop",
clock_tree,cts_inserted_buffers,5,
placed_design,port_buffers,21,
setup_path,worst-path-stages,4,
power_and_ir_drop,power_switching,221,uW
final_layout,layout_top_cells,"36 x dfxtp_1, 25 x nand3_1, 22 x a21oi_1",
routing,viasPerCell,5.32,
final_layout,lay_top_count,"dfxtp_1",
global_route,overflow,0,
run,warnings,27,
setup_path,arrival,2.08,ns
synthesis,async_flop_share,0,%
power_and_ir_drop,seqPwrFrac,63.4,%
die,ioPinCount,23,
final_timing,slew_headroom,46.5,%
synthesis,ys_dominant_reg_cell,"dfxtp_1",
synthesis,edf_count,16,
power_and_ir_drop,p_leak,0.000815,uW
final_timing,finClkSkew,0.00326,ns
synthesis,yosysChipArea,2070,sq um
synthesis,netlist_area,2070,sq um
final_timing,finalWorstPathRequiredPeriod,1.89,ns
routing,ant_nets,0,
clock_tree,cts_hold_buf,0,
global_route,grt_max_degree,21,
power_and_ir_drop,clkPwrFrac,32.9,%
clock_tree,clock_path_buffers,2,
final_timing,hold_violations,0,
routing,drc,0,
clock_tree,cts_tree,"done",
final_timing,max_freq,528,MHz
final_layout,n_fill_cell,420,
routing,wl,3.54,mm
final_timing,worst_pin_slew,0.798,ns
setup_path,cp_num_buf_inv,2,
power_and_ir_drop,internal-power,840,uW
synthesis,seq_area_frac_synth,58.1,%
setup_path,critical_path.max_fanout,17,
synthesis,synth_cell_types,40,
final_timing,fin_crit_sh,57.4,%
die,dieArea,5460,sq um
hold_path,whs_path_depth,0,
power_and_ir_drop,p_total,1060,uW
final_layout,drive_gt1_share,6.91,%
clock_tree,clock-sinks,52,
clock_tree,cts-resized-gates,0,
final_timing,finalSetupTns,0,ns
die,dieHeight,73.9,um
setup_path,cp-end-kind,"flop",
final_timing,setup_viol_count_final,0,
placed_design,gp_congestion,0.787,
final_layout,regArea,1200,sq um
routing,first_iter_violations,171,
global_route,grt_pass1_vias,1308,
routing,wl_per_cell,12.5,um
run,maxCapViolations,0,
setup_path,slowest_stage,"clkdlybuf4s50_1",
final_timing,grt_setup_unrepaired,"no",
die,rows,25,
setup_path,crit_path_max_incr_delay,0.55,ns
synthesis,yosysWarnings,3,
placed_design,dp_slack,1.10,ns
synthesis,yosys-top-cells-area,"dfxtp_1 35%, edfxtp_1 23%, nand3_1 6.1%",
synthesis,syn_area_per_cell,10.4,sq um
power_and_ir_drop,peakVddDrop,0.202,mV
routing,dr_total_vias,1512,
final_layout,utilization,49.9,%
synthesis,top_cell_area_share,34.9,%
synthesis,yosys.area.top_type,"dfxtp_1",
die,fp_util,42.6,%
clock_tree,htree_levels,2,
placed_design,post-dp-hpwl,2.35,mm
final_layout,area_delta_synth_final,17.1,%
final_timing,report.final.slew_viol_count,0,
power_and_ir_drop,sw_frac_of_total,20.8,%
setup_path,crit_chain,"clkdlybuf4s50_1, inv_1, nor4_1, a211o_1",
## through the flow
step           cells  cell area [sq um]
2_1_floorplan    199               2070
3_3_place_gp     276               2330
3_5_place_dp     276               2330
4_1_cts          284               2420
5_1_grt          284               2420
6_report         284               2420
## power by group through the flow
| stage | sequential (uW) | combinational, uW | clock [uW] |
|---|---|---|---|
| after CTS | 672 | 40.4 | 359 |
| after global routing | 674 | 44.7 | 385 |
| final | 672 | 39.7 | 349 |
## worst paths after layout
kind | start | end | slack [ns]
max | rst_n | data_cnt[2] | 1.41
min | reg_data[15] | ad_data[15] | 0.44
max reg2reg | brCnt.cnt[0] | ad_data[8] | 1.47
min reg2reg | reg_data[15] | ad_data[15] | 0.44
## sequential cells by signal, indices dropped and copies added, names as in the netlist
name       count
sclk           1
acq            1
data_cnt       5
convst         1
busy           1
brCnt.cnt      2
data_co        1
reg_data      16
sp_en          1
bCnt.cnt       7
ad_data       16
## Yosys cell counts, drive strengths merged, types with 2 or more instances
cell type and instances:
dfxtp 36, xnor2 2, o21ai 21, clkbuf 8
nand2 3, buf 6, inv 9, a32o 3
a211oi 4, a21oi 22, o31ai 4, nor2 3
nor4 4, a21boi 2, nand3 25, nor3 3
edfxtp 16, or3 5, ha 5, xor2 2
## worst reg2reg max path: stages, from the launching register on
cell and delay [ns]:
dfxtp_1 0.37, ha_1 0.33, nand3_1 0.28, o31ai_2 0.28, buf_4 0.27
## routing by layer
layer | GRT usage, % | wire, um
met1 | 21.7 | 1780
met2 | 22.4 | 1580
met3 | 3.19 | 138
met4 | 1.71 | 51
met5 | 0 | 0
## final cells by class
class / instances / area share, %
clock buffers: 6 / 3.00
clock inverters: 2 / 0.672
inverters: 9 / 1.40
multi-input cells: 124 / 32.2
flip-flops and latches: 52 / 49.6
well taps: 67 / 3.46
repair buffers: 24 / 9.61
## cells by family (layout without fill, tap and decap cells)
group | count (synthesis) | count (layout) | synth area share, %
AOI/OAI and AO/OA | 61 | 61 | 17.6
DFF | 52 | 52 | 58.1
and+or+nand+nor | 52 | 52 | 14.2
buffers and inverters | 23 | 41 | 4.66
adders and majority gates | 5 | 5 | 3.03
xor gates and xnor gates | 4 | 4 | 1.70
other | 1 | 1 | 0.181
muxes | 1 | 1 | 0.484
Power figures rest on the tool's default switching activity, not on a simulated workload.
