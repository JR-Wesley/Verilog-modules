## flow/config.mk

```make
export PLATFORM = sky130hd
export DESIGN_NAME = TringSmp
export DESIGN_NICKNAME = TringSmp
export VERILOG_FILES = /design/flow/design.v
export SDC_FILE = /design/flow/constraint.sdc
export NUM_CORES = 4
export LEC_CHECK = 1
export CORE_UTILIZATION = 30
```

## flow/constraint.sdc

```tcl
current_design TringSmp

set clk_period 5.6
set clk_io_pct 0.2

create_clock -name clk0 -period $clk_period [get_ports {clk}]

set non_clock_inputs [all_inputs -no_clocks]
set_input_delay [expr $clk_period * $clk_io_pct] -clock clk0 $non_clock_inputs
set_output_delay [expr $clk_period * $clk_io_pct] -clock clk0 [all_outputs]
```

## flow/design.v

```verilog
module TringSmp(
    output logic busy,
	input wire clk, 
	input wire rst_n,
	input wire trigger,
	output logic sp_en,
	output logic hold
);
	localparam POINT_NUM=256;
	logic [7:0]point_cnt;
	logic sp_done;
	logic [9:0]delay_cnt;
	logic [9:0]delay_time;
	always_ff@(posedge clk) begin
	if(!rst_n) busy<=0;
		else if(trigger&&~busy) busy<=1;
		else if(sp_done) busy<=0;
	end
	always_ff@(posedge clk) begin
		if(~rst_n) point_cnt <= '0;
		else if(sp_en) begin
			if(point_cnt < POINT_NUM - 1) point_cnt <= point_cnt + 1'b1;
			else if(point_cnt== POINT_NUM-1) begin
				sp_done=1;
				point_cnt <= '0;
			end
		end
		else sp_done<=0;
	end
	assign delay_time=10'd200+point_cnt;
	always_ff@(posedge clk)begin
	if(!rst_n) delay_cnt<=0;
	else if(busy) begin
		if(delay_cnt<delay_time-1) delay_cnt<=delay_cnt+1;
		else if(delay_cnt==delay_time-1) delay_cnt<=0;
	end
	else
		delay_cnt<=0;
	end
	assign sp_en=(delay_cnt==0)&&busy;
endmodule
```

## flow/run.sh

```bash
#!/bin/bash
# OpenROAD 26Q1-2900-gdf79404cd8, Yosys 0.63+post, stock flow scripts
make -C /OpenROAD-flow-scripts/flow DESIGN_CONFIG=/design/flow/config.mk WORK_HOME=/design/flow/orfs finish
```

==> run summary <==
Purpose: to document the outcome of synthesis and place and route.

Setup path
STA reports a reg2reg setup slack of 2620 ps. The type of the setup path with the least slack is register to output pin. Per the timing report, the biggest fanout along the worst path comes to 8. The critical register-to-register path endpoint is delay_cnt[3]$_SDFFE_PN0P_. STA classifies the critical path startpoint as a register.

At the worst endpoint, the arrival time is around 1900 ps. The worst setup path is captured at an output pin. In this run the critical register-to-register path is launched from point_cnt[0]$_SDFFE_PN0P_. The count of cells along the worst register-to-register path is 9. STA puts the critical path data required time at about 4500 ps.

Final timing
Setup total negative slack on the finished layout was measured at 0 ps. Measured against its own limit, the worst slew margin works out to between 40% and 50%. For this run, the top clock speed supported by timing is roughly 330 MHz. The final cycle utilization of the critical path is a little over half. Setup repair after global routing left no endpoint under its margin. The final timing report lists clock skew as ~4.7 ps. The final count of negative-setup-slack endpoints is 0. The count of endpoints failing hold in the final timing report is 0. For the finished layout, the period the worst path requires is ~3000 ps. The pin closest to its max-slew limit shows a slew of 766 ps.

Counting pins that exceed their max-slew limit in the final report gives 0. The final-layout worst hold slack is 512 ps.

CTS
The report lists the number of cells resized after CTS as 0. The number of hold buffers added after CTS is 0. The CTS H-tree depth is 1. At the later pin of the worst-skew pair, clock insertion delay measures approximately 260 ps. The buffer levels on the longest clock path is 2. Buffers added to address setup during post-CTS repair amount to 0.

The clock tree from TritonCTS is done. The number of buffers created by CTS is 3. The clock net in this run drives a total of 20 sinks. On the reported timing paths, the clock transition at the registers reads 80 ps. The master cell of the clock root buffer is sky130_fd_sc_hd__clkbuf_8.

Worst hold path
The critical hold path startpoint is sp_done$_SDFFCE_PN0P_. STA reports the tightest min-delay check as being of type register to register. The hold path depth is 2. The hold path endpoint is busy$_SDFFE_PN0P_.

Global routing
The first global-routing pass estimated 4830 microns of wire. The number of antenna violations at the first check in global routing is 0. The total global-route track usage is 11.7%. The via count of the first global-routing pass was between 1000 and 1500. Entering global routing, the biggest net connects 13 pins. For this run the aggregate overflow at the end of global routing stands at 0.

Final layout
The area growth from synthesis to final layout is 7.61%. Per the layout area report, the combinational gate area comes to about 900 sq um. Among logic cells in the layout, the one with the most instances is sky130_fd_sc_hd__dfxtp_1. The filler cells instantiated in the layout total around 450. The filler-free cell count of the finished design is 222. The final design instance area without fill is approximately 1500 sq um.

The area used by sequential logic in the layout is around 410 sq um. The library cells used most frequently in the layout, excluding fill and tap cells, are sky130_fd_sc_hd__dfxtp_1 (19), sky130_fd_sc_hd__nand2_1 (16), sky130_fd_sc_hd__o21ai_0 (16). The share of cells above drive strength 1 is 4.12%.

Place
The post-detailed-placement cell area is 1440 sq um. Per the placement report, the placed cell count is roughly 220. The count of input and output buffers is 4. The sum of net half-perimeters after detailed placement is ~1900 microns. The final RePlAce weighted congestion is approximately 0.80.

Die
Before placement the cells fill a little under a third of the core. The total I/O pin count is 6. The area inside the core boundary is ~4400 sq um. The number of rows in the core area is 24.

The die boundary height is between 60 and 70 microns. The horizontal die dimension is between 60 and 70 microns. The die area is around 4900 sq um.

Routing
The number of antenna repair diodes is 0. Per the post-route antenna check, the number of violating nets is 0. The final layout contains routed wiring with a total length of 2680 microns.

The routed design shows a via density per instance of around 5.0. The number of optimization iterations in the first detailed-route pass is 4. After the first detailed-routing iteration, the DRC count stood at 90. The count of vias placed by the detailed router is about 1100.

For this run, design rule violations remaining after detail routing come to 0. Dividing the detail-routed wire length by the instance count gives between 10 and 15 microns.

Synthesis
The number of standard cells reported by yosys is ~170. The synthesized area is 1380 sq um. Synthesis handed over a netlist of about 170 instances. The chip area line of the yosys report is around 1400 sq um. The register bit count reported by yosys is 20. Per the post-synthesis stats, the area per cell is between 8 and 9 sq um.

In the Yosys stats the netlist draws on 39 distinct library cells. The synthesis log from Yosys contains 2 warnings. Of the synthesized area, sequential elements account for between 20% and 30%.

Run
The number of violations of the max-capacitance limit is 0. In this run the tools logged warnings totalling 27.

Power and ir drop
The clock network accounts for a little over a third of the total power. The internal power of the cells totals about 210 uW. The power report attributes to the sequential group a share of 53.8%. After layout, the design draws a total of between 200 and 300 uW. Per the breakdown, switching nets consume roughly a quarter of all power. The power report puts the net switching power at 66.7 uW.

The leakage power figure is 0.553 nW. The power density of the placed cells is approximately 190 nW/um^2. In this run, the combinational gates consume between 10% and 20% of the power. IR analysis of the VDD net gives a maximum drop of a little over 60 uV.

Status
The flow ran to the end, and the final reports show no timing, DRC or antenna violations.
## through the flow
stage               utilization [%]  setup WS [ps]
global route                   33.9           2350
detailed placement             32.9           2670
finish                         33.9           2560
floorplan                         -           3300
global placement               32.9           2680
CTS                            33.9           2550
## registers in the layout, summed over array words and instances, names as in the netlist
| name | count |
|---|---|
| busy | 1 |
| delay_cnt | 10 |
| point_cnt | 8 |
| sp_done | 1 |
## cells by family (layout without fill, tap and decap cells)
| kind of cell | Yosys count | in the layout | share of synthesized area (%) |
|---|---|---|---|
| adder cells (fa/ha/maj) | 13 | 13 | 11.8 |
| multiplexers | 1 | 1 | 0.725 |
| AND/OR/NAND/NOR | 77 | 77 | 31.3 |
| buffers and inverters | 15 | 14 | 4.89 |
| other | 1 | 1 | 0.271 |
| flip-flops | 20 | 20 | 29.7 |
| AND-OR/OR-AND | 35 | 35 | 15.6 |
| XOR/XNOR | 9 | 9 | 5.71 |
## cells in the mapped netlist
cell                       count  area share [%]
sky130_fd_sc_hd__or2_1         1            0.45
sky130_fd_sc_hd__nor3_1        8             2.9
sky130_fd_sc_hd__nand3_1      10             3.6
sky130_fd_sc_hd__clkbuf_1      4             1.1
sky130_fd_sc_hd__a31oi_1       1            0.45
sky130_fd_sc_hd__o31ai_2       1            0.91
sky130_fd_sc_hd__nand4b_1      1            0.63
sky130_fd_sc_hd__inv_1         5             1.4
sky130_fd_sc_hd__and2_1        6             2.7
sky130_fd_sc_hd__mux2i_1       1            0.72
sky130_fd_sc_hd__buf_4         2             1.1
sky130_fd_sc_hd__o21a_1        1            0.54
sky130_fd_sc_hd__ha_1         13              12
sky130_fd_sc_hd__nor3b_1       5             2.7
sky130_fd_sc_hd__nand4_1       3             1.4
sky130_fd_sc_hd__edfxtp_1      1             2.2
sky130_fd_sc_hd__nand4_4       1             1.5
sky130_fd_sc_hd__nand2_1      16             4.3
sky130_fd_sc_hd__nor4_1        1            0.45
sky130_fd_sc_hd__buf_2         3             1.1
sky130_fd_sc_hd__dfxtp_1      19              28
sky130_fd_sc_hd__a21o_1        2             1.1
sky130_fd_sc_hd__a21boi_0      3             1.6
sky130_fd_sc_hd__xnor2_1       7             4.4
sky130_fd_sc_hd__and3_1        6             2.7
sky130_fd_sc_hd__xor2_1        2             1.3
sky130_fd_sc_hd__nor4b_4       1             1.7
sky130_fd_sc_hd__or3_1         2            0.91
sky130_fd_sc_hd__o211a_1       1            0.72
sky130_fd_sc_hd__inv_2         1            0.27
sky130_fd_sc_hd__o21ai_0      16             5.8
sky130_fd_sc_hd__a211oi_1      1            0.54
sky130_fd_sc_hd__conb_1        1            0.27
sky130_fd_sc_hd__a41oi_1       1            0.63
sky130_fd_sc_hd__nor2_1       11             3.0
sky130_fd_sc_hd__o31ai_1       1            0.54
sky130_fd_sc_hd__a21oi_1       6             2.2
sky130_fd_sc_hd__nor2b_1       5             2.3
sky130_fd_sc_hd__o21bai_1      1            0.54
## worst max path at each step
stage         slack [ps]                       from                   endpoint  cells past startpoint
finish              2560  delay_cnt[0]$_SDFFE_PN0P_                      sp_en                      6
global route        2350  point_cnt[0]$_SDFFE_PN0P_  delay_cnt[2]$_SDFFE_PN0P_                      9
CTS                 2550  delay_cnt[0]$_SDFFE_PN0P_                      sp_en                      6
## power by group through the flow
stage | Combinational [mW] | Sequential (mW) | Clock [mW]
5_1_grt | 0.0346 | 0.150 | 0.105
6_report | 0.0302 | 0.149 | 0.0979
4_1_cts | 0.0305 | 0.149 | 0.101
## worst max-delay path: stages, from the launching register on
cell and delay [ps]:
sky130_fd_sc_hd__dfxtp_1 340, sky130_fd_sc_hd__inv_1 130, sky130_fd_sc_hd__ha_1 160, sky130_fd_sc_hd__nor2b_1 200, sky130_fd_sc_hd__nand4_4 200, sky130_fd_sc_hd__inv_2 170, sky130_fd_sc_hd__clkdlybuf4s50_1 480
## routing by layer
metal	routed length, microns	part of all wire (%)	global-route usage (%)
met4	27	1.0	1.78
met1	1440	54	18.7
met3	38	1.4	0.584
met2	1180	44	18.3
met5	0	0	0
## area by class of cell
type / count / share of cell area (%)
inverter: 6 / 1.52
clock buffer: 4 / 3.03
tap: 52 / 4.38
multi-input combinational: 136 / 60.8
sequential: 20 / 27.6
timing repair buffer: 4 / 2.69
No activity file was given, so power comes from the tool's default toggle rates.
