$ cat /design/flow/run.sh
#!/bin/bash
# OpenROAD 26Q1-2900-gdf79404cd8, Yosys 0.63+post, stock flow scripts
make -C /OpenROAD-flow-scripts/flow DESIGN_CONFIG=/design/flow/config.mk WORK_HOME=/design/flow/orfs finish
$ cat /design/flow/constraint.sdc
current_design ad7883

set clk_period 3.7
set clk_io_pct 0.2

create_clock -name clk0 -period $clk_period [get_ports {clk}]

set non_clock_inputs [all_inputs -no_clocks]
set_input_delay [expr $clk_period * $clk_io_pct] -clock clk0 $non_clock_inputs
set_output_delay [expr $clk_period * $clk_io_pct] -clock clk0 [all_outputs]
$ cat /design/flow/design.v
module Counter #(
	parameter M = 100
)(
	input wire clk, rst, en,
	output logic [$clog2(M) - 1 : 0] cnt,
	output logic co
);
	assign co = en & (cnt == M - 1);
	always_ff@(posedge clk) begin
		if(rst) cnt <= '0;
		else if(en) begin
			if(cnt < M - 1) cnt <= cnt + 1'b1;
			else cnt <= '0;
		end
	end
endmodule
module ad7883
(
    input wire clk, rst_n,
    input wire start,
    output wire cs_n,
    output logic  sclk,
    input  wire sdo,
    output logic valid,
    input wire ready,
    output logic [11:0] data
);
    logic busy;
    logic br_co, hb_co;
    logic [5:0] hb_cnt;
    Counter #(1)  brCnt(clk, ~rst_n, busy, , br_co);
    Counter #(33) hbCnt(clk, ~rst_n, br_co, hb_cnt, hb_co);
    always @(posedge clk) begin : proc_busy
        if(!rst_n) busy <= 1'b0;
        else if(hb_co) busy <= 1'b0;
        else if(start) busy <= 1'b1;
    end
    logic [11:0] sr;
    always @(posedge clk) begin : proc_sr
        if(!rst_n) sr <= 12'b0;
        else if(br_co & ~hb_cnt[0])
            sr <= (sr << 1) | sdo;
    end
    always @(posedge clk) begin : proc_tdata
        if(!rst_n) data <= 12'b0;
        else if(br_co & hb_cnt == 6'd28)
            data <= sr;
    end
    assign cs_n = ~busy;
    always @(posedge clk) begin : proc_ads7883_sclk
        if(!rst_n) sclk <= 1'b1;
        else if(br_co) begin
            if(hb_cnt[0] | hb_co)
                sclk <= 1'b1;
            else if(~hb_cnt[0])
                sclk <= 1'b0;
        end
    end
    always @(posedge clk) begin : proc_tvalid
        if(~rst_n) begin
            valid <= 1'b0;
        end else begin
            if(hb_co)
                valid <= 1'b1;
            else if(valid & ready)
                valid <= 1'b0;
        end
    end
endmodule
$ cat /design/flow/config.mk
export PLATFORM = sky130hd
export DESIGN_NAME = ad7883
export DESIGN_NICKNAME = ad7883
export VERILOG_FILES = /design/flow/design.v
export SDC_FILE = /design/flow/constraint.sdc
export NUM_CORES = 4
export LEC_CHECK = 1
export CORE_UTILIZATION = 30
==> metrics.csv <==
metric,value,unit
outcome,"complete, no violations",
Dominant Register Cell,dfxtp_1,
Synth Cell Area,0.00134,mm2
GR met2 Demand/Resource,0.161,
CP Capture Type,output pin,
OpenROAD warnings,26,
hold_sp,data[10]$_SDFFE_PN0P_,
Die Span X,68.8,um
Max-Slew Margin vs Limit,0.463,
unrepaired setup endpoints after global routing,false,
worst-path maximum fanout,13,
yosys cell count,151,
Post-Layout Cell Count,220,
CTS resizes,0,
gr busiest metal,met2,
synthesized chip area reported by yosys,0.00134,mm2
Yosys warnings,3,
# setup viols final,0,
gp weighted congestion,0.847,
fill cell count,412,
r2r startpoint,busy$_SDFFE_PP0P_,
vias per inst,4.59,
count of boundary I/O pins,20,
Tightest Hold Check Type,reg2reg,
Synth cell types,28,
Routed Antenna Nets,0,
Max Slew Vio Count,0,
Max Clock Freq,459,MHz
WHS Endpoint,data[10]$_SDFFE_PN0P_,
Cells after Synth,151,
Int Pwr,503,uW
hold_buf cts,0,
Pleak,0.537,nW
startpoint types,flip-flop,
min cycle time layout,2.18,ns
global-route wire length before repair,3710,um
DP HPWL,1440,um
CTS tree,built,
Longest Clk Path Bufs,2,
worst hold stages,2,
IO buf count,19,
Reg power frac,0.560,
Post-synth seq share,0.493,
diodes inserted,0,
worst path required time,2.96,ns
sw frac,0.228,
Post CTS Setup Buffer Count,0,
Final Hold Fails,0,
Setup Skew,0.00438,ns
pin count of the biggest net entering global routing,43,
"Core Util, Final",0.391,
Critical Path AT,1.44,ns
Slew @ Worst Pin,0.803,ns
combinational group share of total power,0.049,
Sw Pwr,149,uW
largest stage delay on the critical path,0.55,ns
grt met3 use,0.0433,
asr flop ratio synth,0,
vias in the first global route,849,
CP Class,reg2out,
dominant logic cell types in the final layout,"nand2_1 (51), dfxtp_1 (33), clkdlybuf4s50_1 (19)",
Clock Latency Late Sink,0.28,ns
Global Route met1 Usage,0.148,
PD cells,402,mW/mm2
syn_area_per_cell,8.87,um2
die area,0.00474,mm2
GR Overflow Total,0,
"EDFF count, synth",0,
DRT Wirelength,2250,um
Reg2Reg Setup Slack,1.93,ns
DRT iter0 DRCs,47,
Clock Sinks,33,
Max VDD drop,0.201,mV
H-tree Lvls,2,
Post-route DRC,0,
"flops & latches, synth",33,
drt first pass iters,4,
layout cell share with drive strength beyond 1,0.0471,
Final period util,0.588,
R2R cell count,3,
CTS Buf Count,5,
wire length per cell,10.2,um
GRT Total Usage,0.107,
Vias,1009,
r2r endpoint,data[6]$_SDFFE_PN0P_,
Die H,68.8,um
Top cell excl fill/tap,nand2_1,
cell-by-cell trace of the critical path,inv_1 > clkdlybuf4s50_1,
Placed Cells,212,
Starting Density,0.323,
setup TNS,0,ns
P&R area growth vs syn,21.0,%
clk root buf,clkbuf_8,
Clk pwr share,0.391,
Placeable Area,0.00414,mm2
Fin Hold WS,0.457,ns
initial antenna violation count,0,
slowest CP cell,dfxtp_1,
max-cap violations,0,
Clock transition at path regs,0.06,ns
number of placement rows,23,
==> through the flow <==
step	cell area [um2]	total power [mW]	worst slack [ns]
floorplan	1340	0.393	2.38
global placement	1540	0.404	1.79
detailed placement	1540	0.405	1.75
CTS	1620	0.661	1.54
global route	1620	0.688	1.38
finish	1620	0.652	1.52
==> flip-flops by register name (all words and copies together) (netlist names) <==
register / count
valid: 1
sr: 12
hbCnt.cnt: 6
sclk: 1
busy: 1
data: 12
==> cell families after synthesis <==
| group | Yosys count | share of synthesized area |
|---|---|---|
| AND/OR/NAND/NOR | 68 | 0.216 |
| flip-flops | 33 | 0.493 |
| AND-OR/OR-AND | 20 | 0.106 |
| buffers and inverters | 13 | 0.0569 |
| multiplexers | 12 | 0.0896 |
| XOR/XNOR | 3 | 0.0196 |
| adder cells (fa/ha/maj) | 2 | 0.0187 |
==> power groups by stage <==
stage         logic (mW)  clock network [mW]  registers [mW]
CTS               0.0323               0.264           0.365
global route      0.0359               0.287           0.366
finish            0.0318               0.255           0.365
==> Yosys cell counts, types with 2 or more instances <==
master     n  area, um2
nand2_1   51        191
dfxtp_1   33        661
mux2i_1   12        120
a21boi_0  11       82.6
clkbuf_1   4       15.0
inv_1      4       15.0
nor2_1     4       15.0
a21boi_1   3       22.5
buf_2      3       15.0
nand4_1    3       18.8
xor2_1     3       26.3
ha_1       2       25.0
nand2b_1   2       12.5
nand3_1    2       10.0
==> area by class of cell <==
cell class	instances	area (um2)	share of cell area
Sequential cell	33	661	0.407
Clock buffer	6	72.6	0.0448
Timing Repair Buffer	20	198	0.122
Inverter	4	15.0	0.00926
Tap cell	50	62.6	0.0386
Multi-Input combinational cell	105	603	0.372
Clock inverter	2	10.0	0.00617
==> worst max-delay path, delay by kind of cell, from the launching register on <==
kind     cells  cell delay, ns
buf+inv      2            0.60
flops        1            0.55
==> worst max-delay path by stage <==
stage,to,start,slack (ns)
5_1_grt,cs_n,busy$_SDFFE_PP0P_,1.38
6_report,cs_n,busy$_SDFFE_PP0P_,1.52
4_1_cts,cs_n,busy$_SDFFE_PP0P_,1.54
==> metal layers <==
metal | vias up | wire length [um]
met5 | - | 0
met4 | 0 | 29
met3 | 4 | 144
met2 | 26 | 957
met1 | 450 | 1120
li1 | 529 | -
Power and IR drop assume default switching activity.
